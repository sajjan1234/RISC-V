$ cat /design/flow/config.mk
export PLATFORM = sky130hd
export DESIGN_NAME = Data_Memory
export DESIGN_NICKNAME = Data_Memory
export VERILOG_FILES = /design/flow/design.v
export SDC_FILE = /design/flow/constraint.sdc
export NUM_CORES = 4
export LEC_CHECK = 1
export CORE_UTILIZATION = 30
export SYNTH_MEMORY_MAX_BITS = 65536
$ cat /design/flow/constraint.sdc
current_design Data_Memory

set clk_period 42.6
set clk_io_pct 0.2

create_clock -name clk0 -period $clk_period [get_ports {clk}]

set non_clock_inputs [all_inputs -no_clocks]
set_input_delay [expr $clk_period * $clk_io_pct] -clock clk0 $non_clock_inputs
set_output_delay [expr $clk_period * $clk_io_pct] -clock clk0 [all_outputs]
$ cat /design/flow/design.v
module Data_Memory(clk,rst,WE,WD,A,RD);
    input clk,rst,WE;
    input [31:0]A;
    input [31:0]WD;
    output [31:0]RD;
    reg [31:0] mem [255:0];
    integer i;
    always @(posedge clk) 
        begin
            if (rst)
                begin
                    for (i=0 ; i<256 ; i=i+1)
                        begin
                            mem[i] <= 32'b0 ;
                        end
                end
            else if (WE) 
                    begin
                        mem[A] <= WD ;
                    end
        end
    assign RD = mem[A] ;
endmodule
$ cat /design/flow/run.sh
#!/bin/bash
# OpenROAD 26Q1-2900-gdf79404cd8, Yosys 0.63+post, stock flow scripts
make -C /OpenROAD-flow-scripts/flow DESIGN_CONFIG=/design/flow/config.mk WORK_HOME=/design/flow/orfs finish
==> flow_summary_export.csv <==
group,metric,value,unit
power_and_ir_drop,leakagePower,139,nW
cells_and_area,fin_area,0.416,sq mm
setup_path,crit_type,"in2out",
job,warnings,53,
cells_and_area,logic_area,0.114,sq mm
final_timing,fin_tns_setup,0,ns
place,hpwl,671000,um
cells_and_area,regArea,0.246,sq mm
detailed_routing,firstDrtPassIters,8,
outcome,status,"finished clean",
synthesis,ys_types,21,
global_routing,grt_usage,0.196,
final_timing,setup_viol,0,
setup_path,worstSetupStartpointType,"primary input",
cells_and_area,fillers,113000,
power_and_ir_drop,finalPower,17.7,mW
setup_path,crit_path_max_incr_delay,1.05,ns
place,place_area,0.390,sq mm
power_and_ir_drop,swShare,0.232,
synthesis,ys_chip_area,0.368,sq mm
final_timing,finalCriticalPeriod,24.37,ns
die,io_pins,99,
place,gp_congestion,0.885,
detailed_routing,vias,197000,
synthesis,syn_inst,23200,
die,die_h,1110,um
clocking,cts_sinks,8192,
synthesis,ys_warn_count,1,
job,cap_violations,0,
synthesis,syn_area_per_cell,15.9,sq um
cells_and_area,drive_above_1_share,0.210,
clocking,hold_buffers,0,
setup_path,crit_path_frequent_cell,"buf_4",
global_routing,grtUsageMet1,0.197,
cells_and_area,largest_register,"mem",
die,chipArea,1.23,sq mm
hold_path,hold_class,"in2reg",
setup_path,crit_slowest_cell,"o41ai_2",
power_and_ir_drop,p_clk_frac,0.397,
detailed_routing,routed_wl,1140000,um
clocking,htreeDepth,6,
power_and_ir_drop,power_frac_comb,0.075,
die,fp_util,0.301,
detailed_routing,drc,0,
final_timing,finalCritPeriodShare,0.572,
global_routing,grt_util_met3,0.155,
setup_path,crit_path_end_kind,"output port",
clocking,cts.repair.resized,0,
synthesis,synth_flops,8192,
final_timing,rsz0062_at_grt,"no",
power_and_ir_drop,p_int,13.6,mW
clocking,numCtsBuffers,849,
place,io_buffers,74,
global_routing,grt_pass1_wl,1600000,um
detailed_routing,antenna_left,0,
global_routing,grt_pass1_vias,214000,
die,die_w,1110,um
cells_and_area,lay_top_count,"and2_1",
setup_path,crit_chain,"buf_16 -> buf_4 -> buf_4 -> buf_4 -> buf_4 -> buf_4 -> mux4_2 -> a22oi_1 -> a21oi_1 -> o41ai_2 -> nand4_1 -> clkdlybuf4s50_1",
setup_path,crit_fanout,34,
setup_path,critical-path-top-delay-family,"buffers and inverters",
synthesis,ys_cells,23200,
detailed_routing,via_per_inst,4.95,
final_timing,fmax,0.0410,GHz
clocking,cts_root_buf,"clkbuf_16",
clocking,cts_tree,"yes",
setup_path,crit_arrival,15.85,ns
power_and_ir_drop,power_frac_seq,0.527,
global_routing,top_usage_layer,"met2",
clocking,cts.path.max_buffers,4,
detailed_routing,routedWlPerCell,28.6,um
final_timing,hold_slack,7.81,ns
cells_and_area,lay_top_cells,"and2_1, edfxtp_1, mux4_2",
synthesis,ys_seq_share,0.669,
final_timing,slew_headroom,0.198,
cells_and_area,largest_register_ffs,8192,
setup_path,path_buffers,7,
final_timing,hold_viol,0,
die,rows,406,
cells_and_area,area_delta_synth_final,13.2,%
setup_path,worstPathRequired,34.08,ns
global_routing,grt_max_degree,101,
power_and_ir_drop,vdd_drop_max,0.0000529,V
die,core_area,1.22,sq mm
detailed_routing,drt_iter0_drc,11600,
cells_and_area,largestRegisters,"mem (8192)",
final_timing,drv_slew,0,
global_routing,grt_use_met2,0.292,
power_and_ir_drop,power_density,42.6,mW/mm^2
synthesis,synthesis.area,0.368,sq mm
power_and_ir_drop,switching_power,4.11,mW
clocking,post-cts-setup-buffers,0,
global_routing,grt-ovfl-total,0,
final_timing,tightest_slew,1.19,ns
global_routing,antenna_found_initial,55,
clocking,clk_pin_slew,0.06,ns
==> path summary, 6_finish.rpt <==
kind / from / to / slack, ns / cells after the start
setup / recovery: A[0] / RD[9] / 18.23 / 12
hold / removal: WD[19] / mem[1][19] / 7.81 / 2
==> routing by layer <==
layer | wire length (um) | up-vias
met5 | 2090 | -
met4 | 69800 | 61
li1 | - | 85100
met3 | 201000 | 2017
met2 | 522000 | 11500
met1 | 344000 | 98200
==> power by group through the flow <==
stage         Clock, mW  Combinational (mW)  Sequential [mW]
finish             7.04                1.34             9.35
global route       7.43                1.40             9.38
CTS                7.13                1.34             9.35
==> kinds of logic (layout without fill, tap and decap cells) <==
logic type             count (synthesis)  in the layout  share of synthesized area
and+or+nand+nor                     8796           8796                      0.148
DFF                                 8192           8192                      0.669
buffers and inverters               2483           2767                     0.0266
muxes                               2048           2048                      0.125
AOI/OAI and AO/OA                   1664           1664                     0.0309
other                                  0             25                          0
==> cell type report <==
class,instances,share of cell area
multi-input combinational,12500,0.274
antenna,25,0.000150
clock buffer,1090,0.0538
inverter,1,0.00000902
tap,16300,0.0491
sequential,8192,0.591
clock inverter,455,0.00824
timing repair buffer,1221,0.0234
==> Yosys cell counts <==
library cell / instances / area share
mux4_2: 2048 / 0.13
edfxtp_1: 8192 / 0.67
inv_1: 1 / 0.000010
o41ai_1: 128 / 0.0030
nor2_1: 249 / 0.0025
or2_2: 257 / 0.0044
nor3_1: 9 / 0.00012
nand4_1: 36 / 0.00061
and2_1: 8195 / 0.14
a21oi_1: 512 / 0.0070
clkbuf_1: 2139 / 0.022
nor2b_1: 9 / 0.00015
a22oi_1: 1024 / 0.021
nand2b_1: 4 / 0.000068
nand2_1: 21 / 0.00021
nand3_1: 14 / 0.00019
nor4_1: 2 / 0.000034
buf_2: 182 / 0.0025
buf_6: 9 / 0.00028
buf_1: 106 / 0.0011
buf_4: 46 / 0.00094
==> metrics by stage <==
stage	cells	utilization	setup slack, ns
after floorplan	23200	-	23.64
after global placement	38200	0.319	18.17
after detailed placement	38200	0.319	18.27
after CTS	39800	0.340	18.27
after global routing	39800	0.340	17.91
final	39800	0.340	18.23
No activity file was given, so power comes from the tool's default toggle rates.

===== config.mk =====
export PLATFORM = sky130hd
export DESIGN_NAME = ALU
export DESIGN_NICKNAME = ALU
export VERILOG_FILES = /design/flow/design.v
export SDC_FILE = /design/flow/constraint.sdc
export NUM_CORES = 4
export LEC_CHECK = 1
export CORE_UTILIZATION = 50

===== constraint.sdc =====
current_design ALU

set clk_period 16.5
set clk_io_pct 0.2

create_clock -name clk0 -period $clk_period

set non_clock_inputs [all_inputs -no_clocks]
set_input_delay [expr $clk_period * $clk_io_pct] -clock clk0 $non_clock_inputs
set_output_delay [expr $clk_period * $clk_io_pct] -clock clk0 [all_outputs]

===== design.v =====
module ALU(A,B,Result,ALUControl);
    input [31:0]A,B;
    input [2:0]ALUControl;
    output reg [31:0]Result;
    wire Zero , Negative;
    always@(*)
        begin
            if(ALUControl == 3'b000)         
                Result  = A + B; 
            else if(ALUControl == 3'b001)    
                begin
                    if(A > B)
                        Result  = A - B;
                    else
                        Result  = B - A;
                end
            else if(ALUControl == 3'b010)    
                Result  = A & B;
            else if(ALUControl == 3'b011)    
                Result  = A | B;
            else if(ALUControl == 3'b100)    
                Result = A ^ B;
            else if(ALUControl == 3'b101)    
                Result = (A < B) ? 1 : 0;
            else if(ALUControl == 3'b110)    
                Result = A << B ;
            else if(ALUControl == 3'b111)    
                Result = A >> B ;
        end
        assign Zero = &(~Result);
        assign Negative = Result[31];
endmodule

===== run.sh =====
#!/bin/bash
# OpenROAD 26Q1-2900-gdf79404cd8, Yosys 0.63+post, stock flow scripts
make -C /OpenROAD-flow-scripts/flow DESIGN_CONFIG=/design/flow/config.mk WORK_HOME=/design/flow/orfs finish

==> flow_summary.toml <==
# generated from flow reports
[layout]
drive_above_1_share = 0.0813
stdcell_count = 1923
syn_to_final_growth_pct = 9.84
layout_top_cell = "nor2_1"
largest_reg_flops = 32
final_cell_mix = "nor2_1, a21oi_1, nand2_1, ha_1, o21ai_0"

[synthesis]
edf_count = 0
yosys_area_um2 = 11000
syn_avg_cell_area_um2 = 6.84
ff_type = "dlxtn_1"
synthArstFlopShare = 0
synth_area_um2 = 11000
ys_warn_count = 1
ys_types = 101
synthCells = 1613
ys.flops = 32
ys_cells = 1613

[route]
drcViolationCount = 0
drt_iter0_markers = 1886
drtAntennaViolNets = 0
wirelength_um = 50900
routedWlPerCell_um = 26.4
drt_first_pass_iters = 8
diodes = 0
via_per_inst = 6.98
vias = 13400

[worst_setup_path]
cp-end-kind = "output pin"
critPathArrivalTime_ps = 9760
max_stage_delay_ps = 700
cp_num_buf_inv = 5
path_max_fanout = 48
endpoint = "Result[28]"
cp.depth = 17
crit_type = "primary input to output pin"
worstPathCellList = "clkdlybuf4s50_1 > buf_4 > inv_1 > ha_1 > or4_4 > a31oi_2 > nor3_2 > o2bb2ai_4 > o211ai_2 > buf_4 > nand2_2 > o21a_1 > o32ai_1 > nor2_1 > a311oi_1 > dlxtn_1 > clkdlybuf4s50_1"
cp-start-kind = "primary input"
worstPathRequired_ps = 13200
crit_path_start = "B[4]"
crit_family = "buffers and inverters"
slowest_stage = "ha_1"

[timing]
relSlewSlack = 0.398
tightest_slew_ps = 881
slew_viol_final = 0
finalCriticalPeriod_ps = 13060
unclocked_regs = 32
setup_violations = 0
finalHoldViolations = 0
rsz0062_at_grt = "no"
period_used_share = 0.792
fin_tns_setup_ps = 0
timing.fmax_mhz = 76.6
untimed_endpoints = 32

[clocking]
post_cts_resized = 0
cts_setup_buffers = 0
ctsHoldBuffers = 0

[floorplanning]
fp-utilization = 0.517
die_y_um = 151
chip_area_um2 = 22700
pin_count = 99
die_w_um = 151
rows = 53
core_area_um2 = 21400

[run_status]
status = "finished, final reports clean"

[power]
power_w = 0.000418
ir_worst_vdd_v = 0.0000213
leakage_nw = 4.92
p_per_area_nw_per_um2 = 34.5

[grt]
overflow = 0
grt_pass1_wl_um = 75300
antenna_found_initial = 1
grt_max_degree = 65
grt.total_usage = 0.455
grt_pass1_vias = 12200

[placed_design]
dp_hpwl_um = 39300
place_congestion = 1.13
io_buffers = 99
dp.cells = 1923

[job]
max-cap-violations = 0
log.warning_count = 128
## cell families after synthesis
group / Yosys count / share of synthesized area
latches: 32 / 0.0435
adder cells (fa/ha/maj): 130 / 0.149
XOR/XNOR: 20 / 0.0159
multiplexers: 102 / 0.135
AND-OR/OR-AND: 587 / 0.351
buffers and inverters: 231 / 0.0884
AND/OR/NAND/NOR: 510 / 0.217
other: 1 / 0.000340
## metal layers
| metal | up-vias | track usage | wire length (µm) |
|---|---|---|---|
| met2 | 993 | 0.684 | 21500 |
| li1 | 6057 | - | - |
| met3 | 216 | 0.105 | 6360 |
| met4 | 4 | 0.248 | 3530 |
| met5 | - | 0.0227 | 78 |
| met1 | 6159 | 0.605 | 19400 |
## Yosys cell counts (18+ instances only)
cell type,n,share of area
mux4_2,36,0.073
nand2_1,127,0.043
inv_1,97,0.033
o21bai_1,22,0.015
clkbuf_1,72,0.024
buf_2,18,0.0082
o21ai_0,125,0.057
a221oi_1,25,0.020
nand3_1,45,0.020
a211oi_1,35,0.024
o211ai_1,19,0.013
a21oi_1,160,0.073
nor3_1,47,0.021
mux2i_1,49,0.044
o22ai_1,21,0.012
ha_1,127,0.14
dlxtn_1,32,0.044
nor4_1,30,0.017
nor2_1,175,0.060
o31ai_1,22,0.015
## cell type report
type                    instances  area, µm²
fillers                      2117       9230
inverters                     106        398
multi-input cells            1381       9700
flip-flops and latches         32        480
well taps                     275        344
repair buffers                129       1200
## where the power goes
group / switching [W] / leakage [nW] / internal, W / total, W
Combinational: 0.000260 / 4.66 / 0.000147 / 0.000407
Sequential: 0.00000117 / 0.256 / 0.0000103 / 0.0000115
Clock: 0 / 0 / 0 / 0
Total: 0.000261 / 4.92 / 0.000157 / 0.000418
## through the flow
stage / instance area (µm²) / setup slack (ps) / utilization
6_report: 12100 / 3440 / 0.568
5_1_grt: 12100 / 3320 / 0.568
4_1_cts: 12100 / 3690 / 0.568
3_5_place_dp: 12100 / 3710 / 0.568
3_3_place_gp: 12100 / 3720 / 0.568
2_1_floorplan: 11200 / 6000 / -
Power and IR drop assume default switching activity.

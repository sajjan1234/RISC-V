**/design/flow/design.v**
```verilog
module Mux (a,b,s,c);
    input [31:0]a,b;
    input s;
    output reg [31:0]c;
    always @(*) 
        begin
            case (s)
                1'b0:
                    begin
                        c = a ;
                    end
                1'b1:
                    begin
                        c = b ;
                    end
                default:
                    begin
                        c = 32'b0 ;
                    end
            endcase
        end
endmodule
```
**/design/flow/run.sh**
```bash
#!/bin/bash
# OpenROAD 26Q1-2900-gdf79404cd8, Yosys 0.63+post, stock flow scripts
make -C /OpenROAD-flow-scripts/flow DESIGN_CONFIG=/design/flow/config.mk WORK_HOME=/design/flow/orfs finish
```
**/design/flow/config.mk**
```make
export PLATFORM = sky130hd
export DESIGN_NAME = Mux
export DESIGN_NICKNAME = Mux
export VERILOG_FILES = /design/flow/design.v
export SDC_FILE = /design/flow/constraint.sdc
export NUM_CORES = 4
export LEC_CHECK = 1
export CORE_AREA = 10 10 71 71
export DIE_AREA = 0 0 81 81
```
**/design/flow/constraint.sdc**
```tcl
current_design Mux

set clk_period 1.0
set clk_io_pct 0.2

create_clock -name clk0 -period $clk_period

set non_clock_inputs [all_inputs -no_clocks]
set_input_delay [expr $clk_period * $clk_io_pct] -clock clk0 $non_clock_inputs
set_output_delay [expr $clk_period * $clk_io_pct] -clock clk0 [all_outputs]
```
==> metrics.csv <==
stage,metric,value,unit
logic_synthesis,Synth Cell Area,544,um^2
final_timing,final setup TNS,-3300,ps
critical_path,CP startpoint,s,
critical_path,CP Class,input port to primary output,
power,pwr dens,392,nW/um^2
power,Power Total,624,uW
drt,Pre-antenna DRT Iters,2,
layout,layout cells sized above 1,0.540,
die,Die Ht,81,um
logic_synthesis,mux share,0.869,
logic_synthesis,synthesized area per cell,15.1,um^2
final_timing,Slew headroom,0.942,
critical_path,CP Data Required Time,800,ps
global_route,Total GRT Usage,0.0779,
layout,clock buf count,0,
final_timing,FMAX,848,MHz
die,I/O pins,97,
global_route,global-route wire length before repair,4.14,mm
final_timing,Max Transition Viols Final,0,
logic_synthesis,xor/xnor share,0,
logic_synthesis,main area contributors,"mux2_4 83%, buf_12 11%, mux2_2 4.1%",
logic_synthesis,Cells after Synth,36,
drt,vias,715,
layout,flop count,0,
final_timing,Worst-Margin Slew,87.0,ps
layout,Area growth syn-to-layout,192,%
global_route,vias in the first global route,764,
drt,Antenna Nets Post-Route,0,
logic_synthesis,synthesis area per yosys,544,um^2
placed_design,count of input and output buffers,97,
final_timing,Setup Viol. Count Final,32,
logic_synthesis,ys cells,36,
layout,Seq. cell area,0,um^2
drt,drt drc,0,
die,die footprint,6560,um^2
layout,"Cell Count, Final, Fillers Out",187,
critical_path,Setup crit end kind,primary output,
final_timing,Tcrit/Tclk final,1.18,
power,static leakage,0.872,nW
min_path,Hold Path Stages,3,
critical_path,CP arrival,980,ps
logic_synthesis,synth warn,1,
final_timing,Final min period,1180,ps
logic_synthesis,yosys aoi share,0,
logic_synthesis,Synth area leader,mux2_4,
final_timing,RSZ-0062 raised after global routing,yes,
die,Initial Util,0.150,
clock_tree,Post-CTS Hold Buffers,0,
logic_synthesis,"Seq share, synth",0,
final_timing,WHS,691,ps
logic_synthesis,Adder Area Share,0,
status,status,"complete, but fails checks",
placed_design,RD Place Congestion,0.832,
placed_design,dpl cells,179,
drt,Routed WL per cell,15.4,um
drt,Routed WL,2.88,mm
die,Rows,22,
final_timing,final worst setup slack,-179,ps
die,Die Wd,81,um
power,VDD IR-drop max,0.000169,V
status,failing checks,setup timing,
logic_synthesis,simple share,0,
die,total core area,3630,um^2
drt,DR iter-0 viols,3,
min_path,hold crit path type,input port to primary output,
final_timing,final hold vios,0,
critical_path,nature of the critical path startpoint,input port,
min_path,hold path start,b[29],
logic_synthesis,Top-area cell share,0.828,
logic_synthesis,main logic family after synthesis,multiplexers,
job,tool warnings,34,
global_route,Congestion Overflow GR,0,
critical_path,CP max FO,6,
job,max-cap violation count,0,
min_path,Hold Path Sink,c[29],
placed_design,DP HPWL,2.50,mm
logic_synthesis,"Distinct cells, synth",4,
global_route,antenna violations before repair,0,
drt,Avg Vias per Cell,3.82,
global_route,largest net degree at the start of global routing,11,
drt,ANT cells,0,
-- where the power goes --
part | switching, mW | leakage (nW) | internal [mW] | total [mW]
combinational | 0.137 | 0.872 | 0.487 | 0.624
clock | 0 | 0 | 0 | 0
sequential | 0 | 0 | 0 | 0
-- final cells by class --
cell class	count	area (um^2)
fillers	357	2040
repair buffers	107	1050
multi-input cells	32	477
well taps	48	60.1
-- cells in the final DEF (no fill, tap or decap) --
cell type        Yosys  layout
buf_4                0       1
dlymetal6s2s_1       0       4
mux2_4              30      31
buf_2                0      13
buf_12               3       4
buf_16               0       2
clkdlybuf4s50_1      0       9
buf_6                1      23
dlygate4sd2_1        0      51
mux2_2               2       1
-- worst max path at each step --
stage | slack [ps] | depth (start not counted) | endpoint
4_1_cts | -180 | 5 | c[4]
5_1_grt | -200 | 3 | c[31]
6_report | -180 | 5 | c[4]
-- what timing repair did --
item | 4_1_cts | 5_1_grt
gates resized | 171 | 10
setup endpoints to repair | 32 | 32
gates cloned | 2 | 0
buffers inserted | 5 | 1
-- kinds of logic after synthesis --
group,after synthesis
buffers and inverters,4
multiplexers,32
-- metrics by stage --
stage          setup slack [ps]   util  cell area [um^2]
2_1_floorplan              66.9      -               544
3_3_place_gp               -504  0.424              1540
6_report                   -179  0.438              1590
5_1_grt                    -196  0.438              1590
3_5_place_dp               -512  0.424              1540
4_1_cts                    -181  0.423              1540
-- layer usage --
metal | track usage | vias to the layer above | part of all wire
li1 | - | 345 | -
met1 | 0.0903 | 320 | 0.37
met2 | 0.143 | 50 | 0.50
met3 | 0.0278 | 0 | 0.12
met4 | 0 | 0 | 0
met5 | 0 | - | 0
-- synth_stat cells (all sizes together) --
cell type / count
buf: 4
mux2: 32
-- worst max-delay path, cell delays in order --
cell	delay (ps)
buf_12	120
buf_12	130
buf_12	120
mux2_4	290
buf_6	110
Power is estimated from default activity; no workload was simulated.
